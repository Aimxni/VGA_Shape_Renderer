==> ./design.v <==
module fillscreen(input logic clk, input logic rst_n, input logic [2:0] colour,
                  input logic start, output logic done,
                  output logic [7:0] vga_x, output logic [6:0] vga_y,
                  output logic [2:0] vga_colour, output logic vga_plot);
logic [1:0] state;
logic [1:0] next_state;
logic [7:0] x, x_n;
logic [6:0] y, y_n;
always_ff @(posedge clk) begin
    if(!rst_n) begin
        state <= 2'b00;
    end
    else begin
        state <= next_state;
    end
end
always_ff @(posedge clk)begin
     if(!rst_n)begin
          x <= 8'd0;
          y <= 7'd0;
     end
     else begin
          x <= x_n;
          y <= y_n;
     end
end
always_comb begin
     next_state = state;
     x_n = x;
     y_n = y;
     vga_plot = 1'b0;
     done = 1'b0;
     case(state)
          2'b00: begin
               if(start) begin
                    x_n = 8'd0;
                    y_n = 7'd0;
                    next_state = 2'b10;
               end
          end
          2'b10: begin
               vga_plot = 1'b1;
               if(x == 8'd159 && y == 7'd119) begin
                    next_state = 2'b11;
               end
               else begin
                    if(y == 7'd119)begin
                         y_n = 7'd0;
                         x_n = x + 8'd1;
                    end
                    else begin
                         y_n = y + 7'd1;
                    end
               end
          end
          2'b11: begin
               done = 1'd1;
               vga_plot = 1'd0;
               if(!start)begin
                    next_state = 2'b00;
               end
          end
          default: next_state = 2'b00;
     endcase
end
assign vga_x = x;
assign vga_y = y;
assign vga_colour = x[2:0];
endmodule
==> ./run.sh <==
#!/bin/bash
# OpenROAD 26Q1-2900-gdf79404cd8, Yosys 0.63+post, stock flow scripts
make -C /OpenROAD-flow-scripts/flow DESIGN_CONFIG=/design/flow/config.mk WORK_HOME=/design/flow/orfs finish
==> ./config.mk <==
export PLATFORM = sky130hd
export DESIGN_NAME = fillscreen
export DESIGN_NICKNAME = fillscreen
export VERILOG_FILES = /design/flow/design.v
export SDC_FILE = /design/flow/constraint.sdc
export NUM_CORES = 4
export LEC_CHECK = 1
export CORE_AREA = 10 10 86 86
export DIE_AREA = 0 0 96 96
==> ./constraint.sdc <==
current_design fillscreen

set clk_period 2.3
set clk_io_pct 0.2

create_clock -name clk0 -period $clk_period [get_ports {clk}]

set non_clock_inputs [all_inputs -no_clocks]
set_input_delay [expr $clk_period * $clk_io_pct] -clock clk0 $non_clock_inputs
set_output_delay [expr $clk_period * $clk_io_pct] -clock clk0 [all_outputs]
==> run_results.csv <==
group,metric,value,unit
power_and_ir_drop,total_power,0.0006040,W
worst_setup_path,worst-setup-path-type,"flop to flop",
synth,ys_cells,117,
sta,worst_pin_slew,0.3339,ns
synth,synth.top_cell.area_share,0.3512,
cts,cts_root_buf,"clkbuf_8",
synth,synth_cells,117,
floorplan,rows,27,
min_path,hp-class,"flop to flop",
synth,synth_cell_types,48,
drt,finalWirelength,2791,µm
floorplan,io_pins,26,
drt,drc,0,
worst_setup_path,cp_data_required_time,2.48,ns
flow_run,tool_warnings,28,
synth,ff_type,"dfxtp_1",
grt,gr-usage-all-layers,0.06156,
finish,fin_util,0.2498,
sta,hold_ws,0.5131,ns
floorplan,core_area,5540,µm²
sta,post-route-period-util,0.7853,
place,io_buffers,22,
synth,ys_seq_frac,0.3512,
sta,setup_ws,0.4939,ns
synth,async_reset_ff_frac,0,
synth,simple_gate_area_frac,0.3098,
sta,setup_violations,0,
floorplan,dieArea,9216,µm²
power_and_ir_drop,vdd_ir_drop_max,348.4,µV
sta,timing.fmax,553.7,MHz
cts,cts_resized,0,
synth,ys_sh_aoi,0.2122,
synth,syn_area_per_cell,8.769,µm²
place,dpl.hpwl,2096,µm
worst_setup_path,worstPathCellList,"ha_1, and4_4, o211ai_4, or4_1, a31oi_1",
synth,common_cells,"dfxtp_1 (18), nand2_1 (10), nand4_1 (7), o21ai_0 (7)",
synth,syn-cell-area,1026,µm²
synth,synth.logic.top_family,"simple AND/OR/NAND/NOR gates",
synth,synth-edff-count,0,
worst_setup_path,slowest_delay,0.52,ns
drt,drt-pass1-iter-count,4,
grt,grt_max_degree,12,
floorplan,fp_util,0.1852,
cts,cts_setup_buffers,0,
synth,synth_xor_xnor_area_share,0.01707,
worst_setup_path,r2r-start,"y[0]",
sta,fin_crit,1.806,ns
min_path,holdCritStartpoint,"y[1]",
sta,rsz0062_at_grt,"no",
synth,ys_seq_elements,18,
drt,drt-vias-per-instance,4.551,
sta,fin_skew,0.002920,ns
finish,area_growth,34.88,%
cts,clk_path_buf_depth,2,
worst_setup_path,critical_path_peak_fanout,9,
synth,yosys-stat-area,1026,µm²
synth,top_cell,"dfxtp_1",
drt,antennaDiodeCount,0,
drt,drtAntennaViolNets,0,
worst_setup_path,crit_path_top_delay_cell,"or4_1",
synth,yosysWarnings,1,
drt,wire_per_inst,13.04,µm
power_and_ir_drop,p_leak,0.4242,nW
worst_setup_path,cp-startpoint,"y[0]",
worst_setup_path,crit_path_start_kind,"flop",
power_and_ir_drop,power_density,436.5,nW/µm²
cts,cts_hold_buf,0,
grt,antenna_found_initial,0,
grt,grt.overflow.total,0,
sta,drv_slew,0,
synth,yosys-top-cells-area,"dfxtp_1 (35%), nand4_1 (4.3%), nand2_1 (3.7%), o21ai_0 (3.4%), mux2i_1 (2.9%)",
flow_run,maxCapViolations,0,
finish,num-fill-cells,617,
cts,clk_pin_slew,0.07,ns
cts,clkLatencyLatePin,0.25,ns
synth,synthMuxAreaShare,0.04024,
finish,drive_gt1_frac,0.1268,
cts,cts_tree,"done",
floorplan,die_w,96,µm
place,place_congestion,0.7961,
sta,finalSetupTns,0,ns
place,dp_slack,0.2466,ns
synth,fa_ha_area_frac,0.02439,
grt,grt_first_pass_wirelength,4609,µm
cts,htree_levels,1,
cts,clock-sinks,18,
synth,top_area_cell,"dfxtp_1",
drt,drt_iter0_markers,106,
sta,finalHoldViolations,0,
cts,cts_buffers,3,
worst_setup_path,endpoint_kind,"flop",
floorplan,die_y,96,µm
grt,grt_pass1_vias,933,
drt,vias,974,
sta,slew_headroom,0.7770,
outcome,status,"finished, final reports clean",
worst_setup_path,crit_arrival,1.98,ns
[cells in the final DEF (no fill, tap or decap), types with 5 or more instances in the layout]
| cell type | instances |
|---|---|
| o21ai_0 | 7 |
| dfxtp_1 | 18 |
| nand3_1 | 5 |
| buf_4 | 5 |
| nor2_1 | 5 |
| nand2_1 | 10 |
| nor3_1 | 5 |
| clkdlybuf4s50_1 | 22 |
| nand4_1 | 7 |
[cell type report]
cell class | instances | area (µm²) | share of cell area
repair buffers | 27 | 257.7 | 0.1863
inverters | 4 | 15.01 | 0.01085
multi-input cells | 90 | 619.3 | 0.4476
flip-flops and latches | 18 | 360.3 | 0.2604
clock buffers | 3 | 41.29 | 0.02984
well taps | 72 | 90.09 | 0.06510
[worst max-delay path, delay by kind of cell, from the launching register on]
family                   cells  cell delay, ns
adder cells (fa/ha/maj)      1            0.25
AND-OR/OR-AND                2            0.28
flip-flops                   1            0.38
AND/OR/NAND/NOR              2            0.82
[routing by layer]
| metal | GRT usage | wire length [µm] | part of all wire | vias to the layer above |
|---|---|---|---|---|
| met4 | 0.003686 | 19 | 0.0068 | 0 |
| met3 | 0.02201 | 254 | 0.091 | 2 |
| met2 | 0.09137 | 1187 | 0.43 | 26 |
| li1 | - | - | - | 502 |
| met1 | 0.08804 | 1330 | 0.48 | 444 |
| met5 | 0 | 0 | 0 | - |
[registers in the layout (all words and copies together) (netlist names)]
name and flops:
x 8, y 7, state 3
[through the flow]
step	instance area, µm²	std cells
2_1_floorplan	1026	117
3_3_place_gp	1343	211
3_5_place_dp	1343	211
4_1_cts	1384	214
5_1_grt	1384	214
6_report	1384	214
[where the power goes]
part | internal (W) | leakage (nW) | switching [W]
Sequential | 0.000315 | 0.146 | 0.00000601
Combinational | 0.0000256 | 0.257 | 0.0000357
Clock | 0.000116 | 0.0216 | 0.000105
Total | 0.000457 | 0.424 | 0.000147
[cells by family (layout without fill, tap and decap cells)]
| kind of cell | count (synthesis) | count (layout) |
|---|---|---|
| AOI/OAI and AO/OA | 29 | 29 |
| xor gates and xnor gates | 2 | 2 |
| DFF | 18 | 18 |
| buffers and inverters | 9 | 34 |
| and+or+nand+nor | 53 | 53 |
| adders and majority gates | 2 | 2 |
| muxes | 4 | 4 |
[final timing paths]
check	to	slack, ns	cells after the start
worst max-delay path	x[3]	0.49	5
worst min register to register	y[1]	0.51	2
worst max register to register	x[3]	0.49	5
worst min-delay path	y[1]	0.51	2
Power figures rest on the tool's default switching activity, not on a simulated workload.
