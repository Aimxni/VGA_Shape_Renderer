==> design.v <==
module circle1(input logic clk, input logic rst_n, input logic [2:0] colour,
              input logic [7:0] centre_x, input logic [6:0] centre_y, input logic [7:0] radius,
              input logic start, 
              input logic [7:0] c_x2, input logic [7:0] c_x3,
              output logic done,
              output logic [7:0] vga_x, output logic [6:0] vga_y,
              output logic [2:0] vga_colour, output logic vga_plot);
logic [6:0] offset_y, next_offset_y;
logic [7:0] offset_x, next_offset_x;
logic signed [8:0] crit, next_crit;
logic [2:0] octant, next_octant;
logic [1:0] state;
logic [1:0] next_state;
logic [6:0] pixel_y;
logic [7:0] pixel_x;
logic signed [9:0] temp_x, temp_y;
always_ff @(posedge clk) begin
    if(!rst_n) begin
        state <= 2'b00;
    end
    else begin
        state <= next_state;
    end
end
always_ff @(posedge clk)begin
     if(!rst_n)begin
          offset_y <= 7'd0;
          offset_x <= 8'd0;
          crit <= 8'd0;
          octant <= 3'd0;
     end
     else begin
          offset_y <= next_offset_y;
          offset_x <= next_offset_x;
          crit <= next_crit;
          octant <= next_octant;
     end
end
always_comb begin
     next_state = state;
     vga_plot = 1'b0;
     done = 1'b0;
     next_offset_y = offset_y;
     next_offset_x = offset_x;
     next_crit = crit;
     vga_x = 8'd0;
     vga_y = 7'd0;
     vga_colour = 3'd0;
     next_octant = octant;
     temp_x = 10'd0;
     temp_y = 10'd0;
     case(state)
     2'b00: begin
          if(start) begin
          next_offset_y = 7'd0;
          next_offset_x = radius;
          next_crit = 9'sd1 - radius;
          next_state = 2'b01;
          next_octant = 3'd0;
     end
     end
     2'b01: begin
          vga_colour = colour;
          case(octant)
          3'd0:  begin temp_x = centre_x + offset_x; temp_y = centre_y + offset_y;end
          3'd1:  begin temp_x = centre_x + offset_y; temp_y = centre_y + offset_x;end
          3'd2:  begin temp_x = centre_x - offset_x; temp_y = centre_y + offset_y;end
          3'd3:  begin temp_x = centre_x - offset_y; temp_y = centre_y + offset_x;end
          3'd4:  begin temp_x = centre_x - offset_x; temp_y = centre_y - offset_y;end
          3'd5:  begin temp_x = centre_x - offset_y; temp_y = centre_y - offset_x;end
          3'd6:  begin temp_x = centre_x + offset_x; temp_y = centre_y - offset_y;end
          3'd7:  begin temp_x = centre_x + offset_y; temp_y = centre_y - offset_x;end
          default: begin vga_x = 8'd0; vga_y = 7'd0; temp_x = 9'd0; temp_y = 9'd0; end
          endcase
          if ((temp_x >= 0) && (temp_x < 160) && (temp_y >= 0) && (temp_y < 120)) begin
               vga_x = temp_x[7:0];
               vga_y = temp_y[6:0];
               vga_plot  = 1'b1;
             end
          else begin
               vga_plot  = 1'b0;
          end
          if((vga_x < 8'd160 || vga_y < 7'd120)&&((c_x2<=vga_x)&&(c_x3>=vga_x)&&(vga_y<=centre_y)))begin
               vga_plot = 1'b1;
          end
          else begin 
               vga_plot = 1'b0;
          end
          if(octant == 3'd7)begin
               next_octant = 3'd0;
               next_state = 2'b10;
          end
          else begin
               next_octant = octant + 3'd1;
               next_state = 2'b01;
          end
     end
          2'b10: begin
               next_offset_y = offset_y + 7'd1;
               if(crit <= 9'sd0)begin
                    next_crit = crit + ((offset_y << 1) + 9'd1);
               end
               else begin
                    next_offset_x = offset_x - 9'd1;
                    next_crit = crit + ((offset_y - offset_x)<<1) + 9'd1;
               end
               if(next_offset_y >= next_offset_x)begin
                    next_state = 2'b11;
               end
               else begin
                    next_state = 2'b01;
               end
          end
          2'b11: begin
               done = 1'd1;
               vga_plot = 1'd0;
               if(!start)begin
                    next_state = 2'b00;
               end
          end
          default: next_state = 2'b00;
     endcase
end     
endmodule
module circle2(input logic clk, input logic rst_n, input logic [2:0] colour,
              input logic [7:0] centre_x, input logic [6:0] centre_y, input logic [7:0] radius,
              input logic start, 
              input logic [7:0] c_x1, input logic [7:0]c_x3,
              output logic done,
              output logic [7:0] vga_x, output logic [6:0] vga_y,
              output logic [2:0] vga_colour, output logic vga_plot);
logic [6:0] offset_y, next_offset_y;
logic [7:0] offset_x, next_offset_x;
logic signed [8:0] crit, next_crit;
logic [2:0] octant, next_octant;
logic [1:0] state;
logic [1:0] next_state;
logic [6:0] pixel_y;
logic [7:0] pixel_x;
logic signed [9:0] temp_x, temp_y;
always_ff @(posedge clk) begin
    if(!rst_n) begin
        state <= 2'b00;
    end
    else begin
        state <= next_state;
    end
end
always_ff @(posedge clk)begin
     if(!rst_n)begin
          offset_y <= 7'd0;
          offset_x <= 8'd0;
          crit <= 8'd0;
          octant <= 3'd0;
     end
     else begin
          offset_y <= next_offset_y;
          offset_x <= next_offset_x;
          crit <= next_crit;
          octant <= next_octant;
     end
end
always_comb begin
     next_state = state;
     vga_plot = 1'b0;
     done = 1'b0;
     next_offset_y = offset_y;
     next_offset_x = offset_x;
     next_crit = crit;
     vga_x = 8'd0;
     vga_y = 7'd0;
     vga_colour = 3'd0;
     next_octant = octant;
     temp_x = 10'd0;
     temp_y = 10'd0;
     case(state)
     2'b00: begin
          if(start) begin
          next_offset_y = 7'd0;
          next_offset_x = radius;
          next_crit = 9'sd1 - radius;
          next_state = 2'b01;
          next_octant = 3'd0;
     end
     end
     2'b01: begin
          vga_colour = colour;
          case(octant)
          3'd0:  begin temp_x = centre_x + offset_x; temp_y = centre_y + offset_y;end
          3'd1:  begin temp_x = centre_x + offset_y; temp_y = centre_y + offset_x;end
          3'd2:  begin temp_x = centre_x - offset_x; temp_y = centre_y + offset_y;end
          3'd3:  begin temp_x = centre_x - offset_y; temp_y = centre_y + offset_x;end
          3'd4:  begin temp_x = centre_x - offset_x; temp_y = centre_y - offset_y;end
          3'd5:  begin temp_x = centre_x - offset_y; temp_y = centre_y - offset_x;end
          3'd6:  begin temp_x = centre_x + offset_x; temp_y = centre_y - offset_y;end
          3'd7:  begin temp_x = centre_x + offset_y; temp_y = centre_y - offset_x;end
          default: begin vga_x = 8'd0; vga_y = 7'd0; temp_x = 9'd0; temp_y = 9'd0; end
          endcase
          if ((temp_x >= 0) && (temp_x < 160) && (temp_y >= 0) && (temp_y < 120)) begin
               vga_x = temp_x[7:0];
               vga_y = temp_y[6:0];
               vga_plot  = 1'b1;
             end
          else begin
               vga_plot  = 1'b0;
          end
          if((vga_x < 8'd160 || vga_y < 7'd120)&&((c_x1>=vga_x)&&(c_x3<=vga_x)&&(vga_y<=centre_y)))begin
               vga_plot = 1'b1;
          end
          else begin 
               vga_plot = 1'b0;
          end
          if(octant == 3'd7)begin
               next_octant = 3'd0;
               next_state = 2'b10;
          end
          else begin
               next_octant = octant + 3'd1;
               next_state = 2'b01;
          end
     end
          2'b10: begin
               next_offset_y = offset_y + 7'd1;
               if(crit <= 9'sd0)begin
                    next_crit = crit + ((offset_y << 1) + 9'd1);
               end
               else begin
                    next_offset_x = offset_x - 9'd1;
                    next_crit = crit + ((offset_y - offset_x)<<1) + 9'd1;
               end
               if(next_offset_y >= next_offset_x)begin
                    next_state = 2'b11;
               end
               else begin
                    next_state = 2'b01;
               end
          end
          2'b11: begin
               done = 1'd1;
               vga_plot = 1'd0;
               if(!start)begin
                    next_state = 2'b00;
               end
          end
          default: next_state = 2'b00;
     endcase
end     
endmodule
module circle3(input logic clk, input logic rst_n, input logic [2:0] colour,
              input logic [7:0] centre_x, input logic [6:0] centre_y, input logic [7:0] radius,
              input logic start, 
              input logic [6:0] c_y1,
              input logic [7:0] c_x1, input logic [7:0] c_x2,
              output logic done,
              output logic [7:0] vga_x, output logic [6:0] vga_y,
              output logic [2:0] vga_colour, output logic vga_plot);
logic [6:0] offset_y, next_offset_y;
logic [7:0] offset_x, next_offset_x;
logic signed [8:0] crit, next_crit;
logic [2:0] octant, next_octant;
logic [1:0] state;
logic [1:0] next_state;
logic [6:0] pixel_y;
logic [7:0] pixel_x;
logic signed [9:0] temp_x, temp_y;
always_ff @(posedge clk) begin
    if(!rst_n) begin
        state <= 2'b00;
    end
    else begin
        state <= next_state;
    end
end
always_ff @(posedge clk)begin
     if(!rst_n)begin
          offset_y <= 7'd0;
          offset_x <= 8'd0;
          crit <= 8'd0;
          octant <= 3'd0;
     end
     else begin
          offset_y <= next_offset_y;
          offset_x <= next_offset_x;
          crit <= next_crit;
          octant <= next_octant;
     end
end
always_comb begin
     next_state = state;
     vga_plot = 1'b0;
     done = 1'b0;
     next_offset_y = offset_y;
     next_offset_x = offset_x;
     next_crit = crit;
     vga_x = 8'd0;
     vga_y = 7'd0;
     vga_colour = 3'd0;
     next_octant = octant;
     temp_x = 10'd0;
     temp_y = 10'd0;
     case(state)
     2'b00: begin
          if(start) begin
          next_offset_y = 7'd0;
          next_offset_x = radius;
          next_crit = 9'sd1 - radius;
          next_state = 2'b01;
          next_octant = 3'd0;
     end
     end
     2'b01: begin
          vga_colour = colour;
          case(octant)
          3'd0:  begin temp_x = centre_x + offset_x; temp_y = centre_y + offset_y;end
          3'd1:  begin temp_x = centre_x + offset_y; temp_y = centre_y + offset_x;end
          3'd2:  begin temp_x = centre_x - offset_x; temp_y = centre_y + offset_y;end
          3'd3:  begin temp_x = centre_x - offset_y; temp_y = centre_y + offset_x;end
          3'd4:  begin temp_x = centre_x - offset_x; temp_y = centre_y - offset_y;end
          3'd5:  begin temp_x = centre_x - offset_y; temp_y = centre_y - offset_x;end
          3'd6:  begin temp_x = centre_x + offset_x; temp_y = centre_y - offset_y;end
          3'd7:  begin temp_x = centre_x + offset_y; temp_y = centre_y - offset_x;end
          default: begin vga_x = 8'd0; vga_y = 7'd0; temp_x = 9'd0; temp_y = 9'd0; end
          endcase
          if ((temp_x >= 0) && (temp_x < 160) && (temp_y >= 0) && (temp_y < 120)) begin
               vga_x = temp_x[7:0];
               vga_y = temp_y[6:0];
               vga_plot  = 1'b1;
             end
          else begin
               vga_plot  = 1'b0;
          end
          if((vga_x < 8'd160 || vga_y < 7'd120)&&((vga_y>=c_y1)&&(vga_x>=c_x2)&&(vga_x<=c_x1)))begin
               vga_plot = 1'b1;
          end
          else begin 
               vga_plot = 1'b0;
          end
          if(octant == 3'd7)begin
               next_octant = 3'd0;
               next_state = 2'b10;
          end
          else begin
               next_octant = octant + 3'd1;
               next_state = 2'b01;
          end
     end
          2'b10: begin
               next_offset_y = offset_y + 7'd1;
               if(crit <= 9'sd0)begin
                    next_crit = crit + ((offset_y << 1) + 9'd1);
               end
               else begin
                    next_offset_x = offset_x - 9'd1;
                    next_crit = crit + ((offset_y - offset_x)<<1) + 9'd1;
               end
               if(next_offset_y >= next_offset_x)begin
                    next_state = 2'b11;
               end
               else begin
                    next_state = 2'b01;
               end
          end
          2'b11: begin
               done = 1'd1;
               vga_plot = 1'd0;
               if(!start)begin
                    next_state = 2'b00;
               end
          end
          default: next_state = 2'b00;
     endcase
end     
endmodule
module reuleaux(input logic clk, input logic rst_n, input logic [2:0] colour,
                input logic [7:0] centre_x, input logic [6:0] centre_y, input logic [7:0] diameter,
                input logic start, output logic done,
                output logic [7:0] vga_x, output logic [6:0] vga_y,
                output logic [2:0] vga_colour, output logic vga_plot);
logic signed [7:0] c_x, c_x1, c_x2, c_x3;
logic signed [6:0] c_y, c_y1, c_y2, c_y3;
logic [7:0] c1_vga_x;
logic [6:0] c1_vga_y;
logic c1_vga_plot;
logic [7:0] c2_vga_x;
logic [6:0] c2_vga_y;
logic c2_vga_plot;
logic [7:0] c3_vga_x;
logic [6:0] c3_vga_y;
logic c3_vga_plot;
logic [15:0] temp_y1;
logic [15:0] temp_y2;
logic [15:0] temp_y3; 
logic[2:0] c1_vga_colour, c2_vga_colour, c3_vga_colour;
assign c_y1 = temp_y1[6:0];
assign c_y2 = temp_y2[6:0];
assign c_y3 = temp_y3[6:0];
always_comb begin
c_x = centre_x;
c_y = centre_y;
c_x1 = c_x + (diameter>>1);
temp_y1 = c_y + ((diameter * 10'd288)/ 10'd1000);
c_x2 = c_x - (diameter>>1);
temp_y2 = c_y + ((diameter * 10'd288)/ 10'd1000); 
c_x3 = c_x;
temp_y3 = c_y - ((diameter * 10'd577)/ 10'd1000); 
end
logic [1:0] state, next_state;
logic start1, start2, start3;
logic done1, done2, done3;
always_ff @(posedge clk) begin
    if(!rst_n) begin
        state <= 2'b00;
    end
    else begin
        state <= next_state;
    end
end
always_comb begin
     next_state = state;
     start1 = 1'b0;
     start2 = 1'b0;
     start3 = 1'b0;
     done = 1'b0;
case(state)
     2'b00: begin
          if(start)begin
               next_state = 2'b01; 
          end
     end
     2'b01: begin 
          start1 = 1'b1;
          if(done1)begin
               next_state = 2'b10;
               end
          end
     2'b10: begin
          start2 = 1'b1;
          if(done2)begin
               next_state = 2'b11;
          end
     end
     2'b11: begin
          start3 = 1'b1;
          if(done3) begin
               done = 1'b1;
               if(!start) begin
               next_state = 2'b00;
               end
          end     
     end
     default: next_state = 2'b00; 
endcase
end
assign vga_x = (state == 2'b01)? c1_vga_x: (state == 2'b10)? c2_vga_x: c3_vga_x;
assign vga_y = (state == 2'b01)? c1_vga_y: (state == 2'b10)? c2_vga_y: c3_vga_y;
assign vga_plot = (state == 2'b01)? c1_vga_plot: (state == 2'b10)? c2_vga_plot: c3_vga_plot;
assign vga_colour = (state == 2'b01) ? c1_vga_colour :(state == 2'b10) ? c2_vga_colour : c3_vga_colour;
circle1 cir1(
        .clk(clk), 
        .rst_n(rst_n), 
        .colour(colour),
        .centre_x(c_x1),
        .centre_y(c_y1), 
        .radius(diameter),
        .start(start1),
        .c_x2(c_x2),
        .c_x3(c_x3),
        .done(done1),
        .vga_x(c1_vga_x),
        .vga_y(c1_vga_y),
        .vga_colour(c1_vga_colour),
        .vga_plot(c1_vga_plot));
circle2 cir2(
        .clk(clk), 
        .rst_n(rst_n), 
        .colour(colour),
        .centre_x(c_x2),
        .centre_y(c_y2), 
        .radius(diameter),
        .start(start2),
        .c_x1(c_x1),
        .c_x3(c_x3),
        .done(done2),
        .vga_x(c2_vga_x),
        .vga_y(c2_vga_y),
        .vga_colour(c2_vga_colour),
        .vga_plot(c2_vga_plot));
circle3 cir3(
        .clk(clk), 
        .rst_n(rst_n), 
        .colour(colour),
        .centre_x(c_x3),
        .centre_y(c_y3), 
        .radius(diameter),
        .start(start3),
        .c_y1(c_y1),
        .c_x1(c_x1),
        .c_x2(c_x2),
        .done(done3),
        .vga_x(c3_vga_x),
        .vga_y(c3_vga_y),
        .vga_colour(c3_vga_colour),
        .vga_plot(c3_vga_plot));
endmodule
==> run.sh <==
#!/bin/bash
# OpenROAD 26Q1-2900-gdf79404cd8, Yosys 0.63+post, stock flow scripts
make -C /OpenROAD-flow-scripts/flow DESIGN_CONFIG=/design/flow/config.mk WORK_HOME=/design/flow/orfs finish
==> config.mk <==
export PLATFORM = sky130hd
export DESIGN_NAME = reuleaux
export DESIGN_NICKNAME = reuleaux
export VERILOG_FILES = /design/flow/design.v
export SDC_FILE = /design/flow/constraint.sdc
export NUM_CORES = 4
export LEC_CHECK = 1
export CORE_UTILIZATION = 40
==> constraint.sdc <==
current_design reuleaux

set clk_period 42.1
set clk_io_pct 0.2

create_clock -name clk0 -period $clk_period [get_ports {clk}]

set non_clock_inputs [all_inputs -no_clocks]
set_input_delay [expr $clk_period * $clk_io_pct] -clock clk0 $non_clock_inputs
set_output_delay [expr $clk_period * $clk_io_pct] -clock clk0 [all_outputs]
==> results.py <==
# Metrics from the implementation run
metrics = {
    "run_status": {
        "outcome": "complete, no violations",
    },
    "route": {
        "routed_via_density": 5.837,
        "dr_total_vias": 20770,
        "diodes": 0,
        "routed.top_layer": "met4",
        "m1WireLength_mm": 35.02,
        "drcViolationCount": 0,
        "met2_length_mm": 30.93,
        "met3_wirelength_mm": 4.259,
        "drt_iter0_markers": 1501,
        "drt-pass1-iter-count": 7,
        "drt-wirelength-per-cell_um": 20.39,
        "antenna_left": 0,
        "drt-total-wl_mm": 72.56,
    },
    "setup_path": {
        "crit_path_frequent_cell": "ha_1",
        "path_class": "input pin to output port",
        "startpoint_type": "input pin",
        "cp_max_fo": 19,
        "crit_arrival_ns": 22.79,
        "cpMaxStageDelayCell": "a222oi_1",
        "required_ns": 33.68,
        "end_kind": "output port",
        "critPathMaxStageDelay_ns": 1.01,
    },
    "sta": {
        "rsz0062_at_grt": "false",
        "maxSlewViolCount": 0,
        "hold_violations": 0,
        "slew_headroom": 0.1889,
        "min_period_ns": 31.21,
        "clock_skew_ns": 0.01538,
        "period_used_share": 0.7414,
        "fmax_ghz": 0.03204,
        "tns_ns": 0,
        "finalSetupViolations": 0,
        "tightestPinTransition_ns": 1.217,
    },
    "floorplanning": {
        "design.core.area_mm2": 0.05266,
        "floorplan.core_util": 0.4049,
        "rows": 84,
        "die_w_um": 232.9,
        "die_y_um": 232.9,
        "die-area_mm2": 0.05423,
        "ioPinCount": 49,
    },
    "final_layout": {
        "fin_cells": 3559,
        "drive_gt1_frac": 0.04354,
        "area_delta_synth_final_pct": 8.046,
        "fin_util": 0.4375,
    },
    "clock_tree": {
        "clkSinkCount": 97,
        "clockBufferDepth": 2,
        "cts_hold_buf": 0,
        "cts_tree": "built",
        "postCtsSetupRepairBufs": 0,
        "htree_levels": 3,
        "cts_root_buffer": "clkbuf_16",
        "clock_latency_ns": 0.40,
        "ctsResizeCount": 0,
        "clk_pin_slew_ns": 0.09,
        "cts_buffers": 9,
    },
    "logic_synthesis": {
        "ys_types": 105,
        "synth.top_cell.area_share": 0.2283,
        "async_flop_share": 0,
        "ys_warn_count": 4,
        "edf_count": 0,
        "ys.flop_type": "dfxtp_1",
        "yosysChipArea_mm2": 0.02132,
        "syn_area_per_cell_um2": 7.504,
        "top_cells_by_area": "ha_1 (23%), dfxtp_1 (9.1%), xnor2_1 (6.0%), a21oi_1 (5.1%), nor2_1 (4.5%)",
        "yosys_cells": 2841,
        "synth_area_mm2": 0.02132,
        "netlist_instances": 2841,
        "top_area_cell": "ha_1",
        "postSynthSeqShare": 0.09109,
        "numSynthFlops": 97,
    },
    "run": {
        "drv_cap": 0,
        "warning_count": 94,
    },
    "global_routing": {
        "antenna_found_initial": 1,
        "grt_overflow_total": 0,
        "grt_pass1_vias": 19530,
        "grt_max_degree": 67,
        "grt_pass1_wl_mm": 113.2,
        "grt_usage": 0.2747,
    },
    "placement": {
        "dpl.hpwl_mm": 57.45,
        "placed_cells": 3543,
        "numPortBuffers": 48,
        "gp_congestion": 1.005,
    },
    "power_and_ir_drop": {
        "total_power_w": 0.001174,
        "vdd_drop_max_v": 0.00002757,
        "p_per_area_mw_per_mm2": 50.99,
        "p_leak_nw": 9.996,
    },
    "hold_path": {
        "hold_path_class": "flip-flop to flip-flop",
    },
}
[critical path, delay by kind of cell]
kind	cells	cell delay [ns]
and+or+nand+nor	13	2.88
xor gates and xnor gates	4	1.05
adders and majority gates	8	2.47
muxes	1	0.07
AOI/OAI and AO/OA	21	5.95
buffers and inverters	7	1.93
[layer usage]
| layer | up-vias | track usage |
|---|---|---|
| li1 | 10410 | - |
| met1 | 9667 | 0.4129 |
| met2 | 595 | 0.4142 |
| met3 | 102 | 0.03428 |
| met4 | 0 | 0.07455 |
| met5 | - | 0 |
[cells by family after synthesis]
logic type / Yosys count / share of synthesized area
and+or+nand+nor: 854 / 0.1941
xor gates and xnor gates: 214 / 0.08862
AOI/OAI and AO/OA: 951 / 0.3022
adders and majority gates: 432 / 0.2659
buffers and inverters: 277 / 0.04989
DFF: 97 / 0.09109
muxes: 16 / 0.008157
[worst paths after layout]
kind | startpoint | to | slack [ns] | cells after the start
setup / recovery | diameter[1] | vga_plot | 10.89 | 54
hold / removal | cir2.crit[2] | cir2.crit[2] | 0.52 | 2
setup reg to reg | cir2.offset_y[0] | cir2.crit[8] | 37.93 | 18
hold reg to reg | cir2.crit[2] | cir2.crit[2] | 0.52 | 2
[power by group]
part / internal, W / switching, W
sequential: 0.0000954 / 0.00000641
clock: 0.0000474 / 0.0000484
combinational: 0.000384 / 0.000593
total: 0.000527 / 0.000648
[Yosys cell counts (16+ instances only)]
master,instances
a21o_1,115
nor3_1,57
dfxtp_1,97
and3_1,18
nand2_1,184
nand3_1,66
o22ai_1,34
inv_1,187
a21boi_0,32
nor4_1,17
xnor2_1,146
fa_1,37
a22oi_1,24
a221o_1,16
nor2_1,255
nor2b_1,86
xor2_1,66
nand2b_1,60
o21bai_1,40
nand4_1,24
clkbuf_1,76
o21a_1,31
a31oi_1,27
a21oi_1,218
and2_1,39
a211oi_1,36
o211ai_1,40
o21ai_0,178
ha_1,389
[registers in the layout (all words and copies together) (netlist names)]
register / count
cir1.crit: 9
cir1.octant: 3
cir1.offset_x: 8
cir1.offset_y: 7
cir1.state: 4
cir2.crit: 9
cir2.octant: 3
cir2.offset_x: 8
cir2.offset_y: 7
cir2.state: 4
cir3.crit: 9
cir3.octant: 3
cir3.offset_x: 8
cir3.offset_y: 7
cir3.state: 4
state: 4
[cell type report]
cell class                      instances  area [µm²]
Clock buffer                            9       225.2
Fill cell                            5200       29620
Tap cell                              688       860.8
Clock inverter                          7       86.33
Multi-Input combinational cell       2467       18330
Inverter                              189       709.4
Sequential cell                        97        1942
Timing Repair Buffer                  102       880.8
[per-stage QoR]
step / worst slack, ns / hold WS (ns) / instance area (µm²)
6_report: 10.89 / 0.5227 / 23030
5_1_grt: 10.06 / 0.5477 / 23030
4_1_cts: 11.14 / 0.5210 / 23030
3_5_place_dp: 11.21 / 0.5085 / 22720
3_3_place_gp: 11.07 / 0.4991 / 22720
2_1_floorplan: 14.64 / 0.4748 / 21320
[layout by cell type, fill, tap and decap left out, types with 27 or more instances in the layout]
| master | n |
|---|---|
| a211oi_1 | 35 |
| a21boi_0 | 32 |
| a21o_1 | 115 |
| a21oi_1 | 218 |
| a31oi_1 | 27 |
| and2_1 | 39 |
| buf_4 | 54 |
| clkdlybuf4s50_1 | 47 |
| dfxtp_1 | 97 |
| fa_1 | 37 |
| ha_1 | 389 |
| inv_1 | 187 |
| nand2_1 | 184 |
| nand2b_1 | 60 |
| nand3_1 | 66 |
| nor2_1 | 255 |
| nor2b_1 | 86 |
| nor3_1 | 56 |
| o211ai_1 | 40 |
| o21a_1 | 31 |
| o21ai_0 | 178 |
| o21bai_1 | 40 |
| o22ai_1 | 34 |
| xnor2_1 | 146 |
| xor2_1 | 66 |
