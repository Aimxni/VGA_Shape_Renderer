File: constraint.sdc
current_design circle

set clk_period 5.4
set clk_io_pct 0.2

create_clock -name clk0 -period $clk_period [get_ports {clk}]

set non_clock_inputs [all_inputs -no_clocks]
set_input_delay [expr $clk_period * $clk_io_pct] -clock clk0 $non_clock_inputs
set_output_delay [expr $clk_period * $clk_io_pct] -clock clk0 [all_outputs]
File: run.sh
#!/bin/bash
# OpenROAD 26Q1-2900-gdf79404cd8, Yosys 0.63+post, stock flow scripts
make -C /OpenROAD-flow-scripts/flow DESIGN_CONFIG=/design/flow/config.mk WORK_HOME=/design/flow/orfs finish
File: config.mk
export PLATFORM = sky130hd
export DESIGN_NAME = circle
export DESIGN_NICKNAME = circle
export VERILOG_FILES = /design/flow/design.v
export SDC_FILE = /design/flow/constraint.sdc
export NUM_CORES = 4
export LEC_CHECK = 1
export CORE_UTILIZATION = 40
File: design.v
module circle(input logic clk, input logic rst_n, input logic [2:0] colour,
              input logic [7:0] centre_x, input logic [6:0] centre_y, input logic [7:0] radius,
              input logic start, output logic done,
              output logic [7:0] vga_x, output logic [6:0] vga_y,
              output logic [2:0] vga_colour, output logic vga_plot);
logic [6:0] offset_y, next_offset_y;
logic [7:0] offset_x, next_offset_x;
logic signed [8:0] crit, next_crit;
logic [2:0] octant, next_octant;
logic [1:0] state;
logic [1:0] next_state;
logic [6:0] pixel_y;
logic [7:0] pixel_x;
logic signed [9:0] temp_x, temp_y;
always_ff @(posedge clk) begin
    if(!rst_n) begin
        state <= 2'b00;
    end
    else begin
        state <= next_state;
    end
end
always_ff @(posedge clk)begin
     if(!rst_n)begin
          offset_y <= 7'd0;
          offset_x <= 8'd0;
          crit <= 8'd0;
          octant <= 3'd0;
     end
     else begin
          offset_y <= next_offset_y;
          offset_x <= next_offset_x;
          crit <= next_crit;
          octant <= next_octant;
     end
end
always_comb begin
     next_state = state;
     vga_plot = 1'b0;
     done = 1'b0;
     next_offset_y = offset_y;
     next_offset_x = offset_x;
     next_crit = crit;
     vga_x = 8'd0;
     vga_y = 7'd0;
     vga_colour = 3'd0;
     next_octant = octant;
     temp_x = 10'd0;
     temp_y = 10'd0;
     case(state)
     2'b00: begin
          if(start) begin
          next_offset_y = 7'd0;
          next_offset_x = radius;
          next_crit = 9'sd1 - radius;
          next_state = 2'b01;
          next_octant = 3'd0;
     end
     end
     2'b01: begin
          vga_colour = colour;
          case(octant)
          3'd0:  begin temp_x = centre_x + offset_x; temp_y = centre_y + offset_y;end
          3'd1:  begin temp_x = centre_x + offset_y; temp_y = centre_y + offset_x;end
          3'd2:  begin temp_x = centre_x - offset_x; temp_y = centre_y + offset_y;end
          3'd3:  begin temp_x = centre_x - offset_y; temp_y = centre_y + offset_x;end
          3'd4:  begin temp_x = centre_x - offset_x; temp_y = centre_y - offset_y;end
          3'd5:  begin temp_x = centre_x - offset_y; temp_y = centre_y - offset_x;end
          3'd6:  begin temp_x = centre_x + offset_x; temp_y = centre_y - offset_y;end
          3'd7:  begin temp_x = centre_x + offset_y; temp_y = centre_y - offset_x;end
          default: begin vga_x = 8'd0; vga_y = 7'd0; temp_x = 9'd0; temp_y = 9'd0; end
          endcase
          if ((temp_x >= 0) && (temp_x < 160) && (temp_y >= 0) && (temp_y < 120)) begin
               vga_x = temp_x[7:0];
               vga_y = temp_y[6:0];
               vga_plot  = 1'b1;
             end
          else begin
               vga_plot  = 1'b0;
          end
          if(vga_x < 8'd160 || vga_y < 7'd120)begin
               vga_plot = 1'b1;
          end
          else begin 
               vga_plot = 1'b0;
          end
          if(octant == 3'd7)begin
               next_octant = 3'd0;
               next_state = 2'b10;
          end
          else begin
               next_octant = octant + 3'd1;
               next_state = 2'b01;
          end
     end
          2'b10: begin
               next_offset_y = offset_y + 7'd1;
               if(crit <= 9'sd0)begin
                    next_crit = crit + ((offset_y << 1) + 9'd1);
               end
               else begin
                    next_offset_x = offset_x - 9'd1;
                    next_crit = crit + ((offset_y - offset_x)<<1) + 9'd1;
               end
               if(next_offset_y >= next_offset_x)begin
                    next_state = 2'b11;
               end
               else begin
                    next_state = 2'b01;
               end
          end
          2'b11: begin
               done = 1'd1;
               vga_plot = 1'd0;
               if(!start)begin
                    next_state = 2'b00;
               end
          end
          default: next_state = 2'b00;
     endcase
end     
endmodule
==> git commit body <==
Store results of the implementation flow

- Worst setup skew after layout: 0.00178 ns
- Timing would allow up to 190 MHz.
- The post-synth count of flops with an enable pin is 0.
- The final layout reports a setup TNS of 0 ns.
* Worst-path cell chain: dlygate4sd2_1, inv_1, ha_1, fa_1, nand2b_4, a211oi_2, buf_4, mux2i_1, a211oi_1, nand4_1, o21ai_2, o211ai_4, buf_4, buf_4, nor3b_2, clkdlybuf4s50_1
- Relative contribution of combinational cells to total power: 0.562
- Number of cells in the yosys synthesis report: 757
- Synth-to-Final Area Change: 28.3%
- The worst register-to-register path depth is 12.
- TritonCTS reports the number of clock sinks as 31.
* Share of cells above drive strength 1: 0.181
- Per Yosys stat, the portion of area used by sequential elements is 0.107.
- In this run, CTS created clock tree buffers numbering 5.
- For this run, asynchronously set or reset flops after synthesis account for 0.
- In the finished design, the share of the clock period the worst path needs comes to 0.972.
- Switch share: 0.389
- Cell taking the most area after synthesis: ha_1
- Note, the detailed placer reported a final HPWL of 14.9 mm.
- Ranked by instance count, the synthesized netlist is headed by 92 x ha_1, 61 x nor2_1, 56 x inv_1, 53 x a21oi_1, 49 x o21ai_0.
- Per the slew report, the remaining headroom to the max-slew limit stands at 0.415.
- Sorting the synthesis cell report by count puts at the top ha_1.
- Peak supply drop: 0.000137 V
- Setup repair after global routing could not meet its margin everywhere.
* Area enclosed by the die boundary: 14900 um2
- Slew at the pin closest to its max-slew limit: 0.877 ns
- Number of antenna repair diodes: 0
- The final timing report derives a shortest allowable period of 5.25 ns.
* Buffer levels on the longest clock path: 2
* Vias in the first global route: 5794
* TritonRoute pass-1 iters: 5
* Cell depth of the worst hold path: 2
* Row count: 43
- The mapped netlist covers 5780 um2.
- By area the synthesized netlist is led by ha_1 20%, dfxtp_1 11%, a21oi_1 4.6%.
- For the worst setup path, the data required time is 4.32 ns.
- The tool flagged a number of max-cap violations equal to 0.
* Clock latency at the later pin of the worst-skew pair: 0.27 ns
- Number of warnings printed during yosys synthesis: 1
- The clock tree synthesis step divided the H-tree into 2 levels.
* Detailed-route wire length per cell: 17.8 um
* Starting utilization of the core area: 0.413
* Sequential Power Share: 0.220
- Leakage power: 3.12 nW
- Category of the worst setup path launch point: primary input
- First-pass GRT wire length: 29.9 mm
- The script extracted a net switching power of 473 uW.
- Worst setup slack after placement: -0.328 ns
* I/O pins: 49
- Final-report hold violation count: 0
- Pin count of the biggest net entering global routing: 28
* Cell variety after synth: 71
- The number of antenna violations at the first check in global routing is 0.
* Antenna-violating nets left: 0
- Total power for the finished layout comes to 1.22 mW.
* DR iter-0 viols: 337
- Yosys reported a register bit count of 31.
- For this run, the total global-route usage over all layers was measured as 0.264.
- Number of failing setup endpoints in the final timing report: 0
- Power density relative to cell area: 164 nW/um2
- Total congestion overflow: 0
- Stage-log warning count: 48
* Final Wtd Congestion: 0.969
- Post-detailed-route via-to-cell ratio: 5.69
- Remaining design rule violation count: 0
- Data arrives at the worst endpoint at 4.17 ns.
* Worst-case register-to-register setup slack: 1.84 ns
- The share of synthesized area in the top cell type comes to 0.199.
- The share of total power dissipated in the clock network is 0.218.
* Min setup slack post-route: 0.150 ns
- Drt total wl: 18.7 mm
* Cell Int Power: 744 uW
* Area of the synthesized netlist per yosys stat: 5780 um2
- Kind of end point of the critical path: primary output
- Per the OpenROAD floorplan log, the area of the core is 14000 um2.
- The capture point of the worst register-to-register path is recorded as crit[8]$_SDFFE_PN0P_.
- Number of vias after detailed routing: 5983
- On the reported timing paths, the clock transition at the registers reads 0.05 ns.
* Height of the die: 122 um
- The endpoint of the worst hold path is reported as crit[7]$_SDFFE_PN0P_.
- Averaged over all synthesized cells, the footprint is 7.63 um2.
* Path category of the worst min-delay check: reg2reg
- Port buffering added 48 buffers.
- The flow ran to the end, and the final reports show no timing, DRC or antenna violations.
* Crit Path Category: in2out
* Filler Cells Inserted: 1283
* Critical-path top delay cell: clkdlybuf4s50_1
- The launch point of the worst register-to-register path is recorded as offset_x[1]$_SDFFE_PN0P_.
* Die X-Extent: 122 um
- Per the CTS log, the root buffer master is clkbuf_16.
- The synthesized instance count is 757.
* Post-layout util: 0.530
- Post-synth top flop: dfxtp_1
- The launch point of the worst min-delay path is recorded as crit[7]$_SDFFE_PN0P_.
- By instance count, the cell type seen most on the critical path is buf_4.
* Count of pins over their slew limit: 0
* CTS tree: yes
- Sequential cell area: 624 um2
* Maximum fanout count along the critical path: 6
- Combinational cell area excluding buffers and inverters: 5070 um2
- Maximum single-stage delay on the critical path: 0.47 ns
[layer usage]
metal,track usage,vias to the layer above,routed length [um]
li1,-,3010,-
met1,0.369,2777,8630
met2,0.431,165,8690
met3,0.0267,31,881
met4,0.0777,0,547
met5,0,-,0
[cells in the final DEF, fill, tap and decap left out, types with 28 or more instances in the layout]
master	n
ha_1	81
buf_4	78
nor2_1	59
inv_1	55
a21oi_1	48
o21ai_0	43
clkdlybuf4s50_1	39
nand2_1	31
nor3_1	31
xnor2_1	30
nor2b_1	29
dfxtp_1	28
[cell families (layout without fill, tap and decap cells)]
logic type               count (synthesis)  after routing  share of synthesized area
AND/OR/NAND/NOR                        243            243                      0.231
AND-OR/OR-AND                          242            242                      0.282
buffers and inverters                   82            197                     0.0569
XOR/XNOR                                47             47                     0.0712
multiplexers                            10             10                     0.0175
adder cells (fa/ha/maj)                102            102                      0.234
flip-flops                              31             31                      0.107
[power by group through the flow]
| stage | clock network [mW] | registers, mW | logic (mW) |
|---|---|---|---|
| after CTS | 0.267 | 0.266 | 0.667 |
| after global routing | 0.282 | 0.269 | 0.758 |
| final | 0.265 | 0.267 | 0.684 |
[repair_timing]
item,in CTS,in global routing
gates cloned,0,0
gates resized,25,40
pin swaps,8,6
endpoints found under the setup margin,15,15
hold buffers,0,0
setup buffers,7,1
[worst max-delay path by stage]
| stage | slack (ns) | cells after the start | startpoint | end |
|---|---|---|---|---|
| CTS | 0.009 | 16 | centre_x[0] | vga_x[0] |
| global route | -0.04 | 19 | octant[1]$_SDFFE_PN0P_ | vga_x[7] |
| finish | 0.15 | 16 | centre_y[0] | vga_x[6] |
[cell type report]
class | count | share of cell area
timing repair buffer | 131 | 0.154
sequential | 31 | 0.0842
clock buffer | 7 | 0.0179
inverter | 58 | 0.0294
multi-input combinational | 644 | 0.684
clock inverter | 1 | 0.000675
tap | 180 | 0.0304
[sequential cells by signal, summed over array words and instances, names as in the netlist]
register	cells
octant	3
state	4
crit	9
offset_y	7
offset_x	8
[critical path: cells and delay by family]
kind / cells / cell delay [ns]
buffers and inverters: 6 / 1.23
and+or+nand+nor: 3 / 0.45
muxes: 1 / 0.06
adders and majority gates: 2 / 0.62
AOI/OAI and AO/OA: 4 / 0.72
[stage by stage]
stage          area [um2]  hold WS [ns]  std cells
3_5_place_dp         6950         0.525       1036
5_1_grt              7420         0.578       1052
2_1_floorplan        5780         0.475        757
6_report             7420         0.537       1052
4_1_cts              7260         0.532       1051
3_3_place_gp         6950         0.519       1036
No activity file was given, so power comes from the tool's default toggle rates.
